`flow/config.mk`:
```
export PLATFORM = sky130hd
export DESIGN_NAME = blink2en
export DESIGN_NICKNAME = blink2en
export VERILOG_FILES = /design/flow/design.v
export SDC_FILE = /design/flow/constraint.sdc
export NUM_CORES = 4
export LEC_CHECK = 1
export CORE_AREA = 10 10 98 98
export DIE_AREA = 0 0 108 108
```
`flow/constraint.sdc`:
```
current_design blink2en

set clk_period 3.4
set clk_io_pct 0.2

create_clock -name clk0 -period $clk_period [get_ports {clk_i}]

set non_clock_inputs [all_inputs -no_clocks]
set_input_delay [expr $clk_period * $clk_io_pct] -clock clk0 $non_clock_inputs
set_output_delay [expr $clk_period * $clk_io_pct] -clock clk0 [all_outputs]
```
`flow/run.sh`:
```
#!/bin/bash
# OpenROAD 26Q1-2900-gdf79404cd8, Yosys 0.63+post, stock flow scripts
make -C /OpenROAD-flow-scripts/flow DESIGN_CONFIG=/design/flow/config.mk WORK_HOME=/design/flow/orfs finish
```
`flow/design.v`:
```
module blink2en (
  input  logic clk_i,
  input  logic rst_in,
  input  logic en1_i,
  input  logic en2_i,
  output logic out1_o,
  output logic out2_o
);
localparam NR_BITS = 21; 
logic [NR_BITS-1:0] cnt_r;
assign out1_o = en1_i & cnt_r[NR_BITS-1];
assign out2_o = en2_i & cnt_r[NR_BITS-3];
always_ff @( posedge clk_i ) begin
  cnt_r <= cnt_r + 'b1;
  if (~rst_in) begin
    cnt_r <= 'b0;
  end
end
endmodule
```
==> Slide: Implementation Results <==
Synthesis and Place & Route Summary

Routing
  – Length of the first detailed-routing pass in iterations: 3
  – Count of antenna diodes in the layout: 0
  – Vias/cell: 3.35
  – Number of remaining DRC errors: 0
  – Total Wirelength: 1.62 mm
  – Number of nets with antenna violations after routing: 0
  – Detailed router's first-iteration violation count: 35
  – Count of vias placed by the detailed router: 720
  – Routed WL per cell: 7.54 um

Worst setup path
  – Worst path max stage delay: 0.46 ns
  – RR Endpoint: cnt_r[16]$_SDFF_PN0_
  – Setup crit end kind: output port
  – Data arrival time of the worst path: 1.70 ns
  – Family with the most delay on the worst path: buffers and inverters
  – Path type of the worst setup path: in -> out
  – Cell occurring most often along the worst timing path: sky130_fd_sc_hd__clkdlybuf4s50_1
  – Launch instance of the worst register-to-register path: cnt_r[0]$_SDFF_PN0_
  – Worst-case reg-to-reg path depth: 5
  – Max FO, Critical Path: 1
  – Critical path launch point type: primary input
  – Register-to-Register Setup Slack: 1.81 ns
  – CP max stage cell: sky130_fd_sc_hd__clkdlybuf4s50_1
  – Bufs and invs on worst path: 2
  – Data required time at the worst endpoint: 2.72 ns
  – Cells along the critical path: clkdlybuf4s50_1 -> and2_1 -> clkdlybuf4s50_1

Yosys
  – Cell count listed in synth_stat.txt: 108
  – Share of synthesized area occupied by flip-flops and latches: 44.5%
  – Tally of unique sky130hd cells used after synthesis: 24
  – Average size of a mapped cell: 8.75 um^2
  – Mapped Cells: 108
  – Register bit count reported by yosys: 21
  – Count of synthesis-stage warnings from yosys: 1
  – Area of the synthesized netlist per yosys stat: 945 um^2
  – Netlist area before placement: 945 um^2

Job
  – Number of logged tool warnings: 25
  – Max-cap violation count: 0

Power
  – Reported leakage power: 0.000351 uW
  – Clock network fraction of total power: 37.6%
  – Reg power frac: 59.1%
  – NetSw: 86.7 uW
  – Portion of total power attributed to combinational logic: 3.3%
  – Internal power: 339 uW
  – Peak supply drop: 0.358 mV
  – Pwr per Cell Area: 371 nW/um^2
  – Switching share of power: 20.4%

Worst hold path
  – Class of the most critical hold timing path: reg -> reg
  – Launch point of the worst hold path: cnt_r[0]$_SDFF_PN0_
  – Endpoint of the worst hold-timing path: cnt_r[0]$_SDFF_PN0_
  – Hold Path Cell Cnt: 1

Finish
  – Fraction of final layout cells with drive strength greater than 1: 4.42%
  – Largest registers: cnt_r: 21 flops
  – Max FFs per register: 21
  – Area overhead of the layout relative to synthesis: 21.5%
  – Leading cell types in the layout, fill and taps excluded: sky130_fd_sc_hd__dfxtp_1, sky130_fd_sc_hd__nor2_1, sky130_fd_sc_hd__nand2_1
  – Most flops, register: cnt_r
  – Dominant logic cell type in the layout: sky130_fd_sc_hd__dfxtp_1

Floorplanning
  – Placement row count: 32
  – Floorplan die area: 11700 um^2
  – Floorplan-stage core utilization: 12.4%
  – Number of top-level design ports: 6
  – Die Span X: 108 um
  – Die height: 108 um
  – Core Region: 7650 um^2

Timing
  – Fmax: 0.421 GHz
  – Min Hold Slack: 0.455 ns
  – Max-slew violations: 0
  – Final hold violations: 0
  – Transition time at the pin with the least slew margin: 0.478 ns
  – Finish-stage setup viols: 0
  – Total negative setup slack: 0 ns
  – Post-layout min period: 2.38 ns
  – Worst setup skew after layout: 0.00590 ns
  – Max-slew headroom at the worst pin: 67.9%
  – Unrepaired setup endpoints after global routing: no
  – Post-route clock period utilization: 69.9%

Placement
  – Total of buffers placed on input and output ports: 5
  – HPWL after detailed placement: 1.14 mm
  – Gp weighted congestion: 0.731

Clocking
  – Total CTS buffers: 3
  – CTS tree: yes
  – Number of clock sinks: 21
  – CTS Hold Bufs: 0
  – Post-CTS setup-driven buffer insertion count: 0
  – CTS H-tree depth: 1
  – Later-pin clock latency in the skew report: 0.26 ns
  – Master cell of the clock root buffer: sky130_fd_sc_hd__clkbuf_8
  – CTS clk-pin slew, worst paths: 0.07 ns
  – Resized cells post-CTS: 0
  – Clock buffer depth: 2

GRT
  – Residual overflow from global routing: 0
  – Global-route wire length before repair: 3.02 mm
  – Number of global-route vias before repair: 682
  – Maximum number of pins on one net before global-route repair: 17
  – Antenna violations before repair: 0
  – Total track usage: 2.99%

Run status
  – Status: finished, final reports clean
synth_stat cells:
| master | number | area [um^2] |
|---|---|---|
| sky130_fd_sc_hd__dfxtp_1 | 21 | 420 |
| sky130_fd_sc_hd__nor2_1 | 13 | 48.8 |
| sky130_fd_sc_hd__nand2_1 | 10 | 37.5 |
| sky130_fd_sc_hd__nand4_1 | 7 | 43.8 |
| sky130_fd_sc_hd__xor2_1 | 7 | 61.3 |
| sky130_fd_sc_hd__nand3_1 | 6 | 30.0 |
| sky130_fd_sc_hd__a21oi_1 | 4 | 20.0 |
| sky130_fd_sc_hd__o21ai_0 | 4 | 20.0 |
| sky130_fd_sc_hd__or3_1 | 4 | 25.0 |
| sky130_fd_sc_hd__xnor2_1 | 4 | 35.0 |
| sky130_fd_sc_hd__and2_1 | 3 | 18.8 |
| sky130_fd_sc_hd__and4_1 | 3 | 26.3 |
| sky130_fd_sc_hd__clkbuf_1 | 3 | 11.3 |
| sky130_fd_sc_hd__mux2i_1 | 3 | 30.0 |
| sky130_fd_sc_hd__nand2b_1 | 3 | 18.8 |
| sky130_fd_sc_hd__nor3_1 | 3 | 15.0 |
| sky130_fd_sc_hd__and3_1 | 2 | 12.5 |
| sky130_fd_sc_hd__nor4_1 | 2 | 12.5 |
| sky130_fd_sc_hd__buf_6 | 1 | 11.3 |
| sky130_fd_sc_hd__clkbuf_2 | 1 | 5.00 |
| sky130_fd_sc_hd__clkinv_1 | 1 | 3.75 |
| sky130_fd_sc_hd__ha_1 | 1 | 12.5 |
| sky130_fd_sc_hd__nand3_4 | 1 | 17.5 |
| sky130_fd_sc_hd__o21bai_1 | 1 | 7.51 |
power groups by stage:
| stage | clock network, uW | logic, uW | registers [uW] |
|---|---|---|---|
| after CTS | 169 | 14.5 | 251 |
| after global routing | 176 | 16.2 | 252 |
| final | 160 | 14.1 | 251 |
kinds of logic after synthesis:
| group | after synthesis | share of synthesized area [%] |
|---|---|---|
| buffers and inverters | 6 | 3.31 |
| and+or+nand+nor | 57 | 32.5 |
| AOI/OAI and AO/OA | 9 | 5.03 |
| adders and majority gates | 1 | 1.32 |
| xor gates and xnor gates | 11 | 10.2 |
| DFF | 21 | 44.5 |
| muxes | 3 | 3.18 |
worst max-delay path by stage:
| stage | startpoint | end | cells after the start |
|---|---|---|---|
| 4_1_cts | en2_i | out2_o | 3 |
| 5_1_grt | en1_i | out1_o | 3 |
| 6_report | en1_i | out1_o | 3 |
per-layer routing:
metal / routed length (um) / global-route usage (%)
met1: 826 / 4.05
met2: 725 / 4.78
met3: 69 / 1.02
met4: 0 / 0.0954
met5: 0 / 0
layout make-up:
class,count,area [um^2]
repair buffers,6,57.6
inverters,1,3.75
fillers,854,6500
multi-input cells,81,493
clock buffers,4,45.0
flip-flops and latches,21,420
well taps,102,128
per-stage QoR:
stage / utilization (%) / power, uW / cell area, um^2 / setup WS, ns / cells
after global routing: 15.0 / 444 / 1150 / 0.952 / 215
after global placement: 14.4 / 271 / 1100 / 1.02 / 211
final: 15.0 / 426 / 1150 / 1.02 / 215
after floorplan: - / 265 / 945 / 1.83 / 108
after detailed placement: 14.4 / 272 / 1100 / 1.01 / 211
after CTS: 15.0 / 434 / 1150 / 1.01 / 215
Power is estimated from default activity; no workload was simulated.
